==> ./config.mk <==
export PLATFORM = sky130hd
export DESIGN_NAME = clock_divider
export DESIGN_NICKNAME = clock_divider
export VERILOG_FILES = /design/flow/design.v
export SDC_FILE = /design/flow/constraint.sdc
export NUM_CORES = 4
export LEC_CHECK = 1
export CORE_AREA = 10 10 100 100
export DIE_AREA = 0 0 110 110
==> ./constraint.sdc <==
current_design clock_divider

set clk_period 3.9
set clk_io_pct 0.2

create_clock -name clk0 -period $clk_period [get_ports {clk}]

set non_clock_inputs [all_inputs -no_clocks]
set_input_delay [expr $clk_period * $clk_io_pct] -clock clk0 $non_clock_inputs
set_output_delay [expr $clk_period * $clk_io_pct] -clock clk0 [all_outputs]
==> ./design.v <==
`timescale 1ns/1ns
module clock_divider #(
    parameter INPUT_CLOCK_HZ = 50_000_000,
    parameter OUTPUT_CLOCK_HZ = 10
) (
output reg clk_out,
input clk,
input rst_n
);
reg [31:0] counter;
always @(posedge clk or negedge rst_n) begin
    if (~rst_n) begin
        counter <= 0;
        clk_out <= 0;
    end else begin
        if (counter == (INPUT_CLOCK_HZ / OUTPUT_CLOCK_HZ / 2 - 1)) begin
            counter <= 0;
            clk_out <= ~clk_out;
        end else begin
            counter <= counter + 1;
        end
    end
end
endmodule
==> ./run.sh <==
#!/bin/bash
# OpenROAD 26Q1-2900-gdf79404cd8, Yosys 0.63+post, stock flow scripts
make -C /OpenROAD-flow-scripts/flow DESIGN_CONFIG=/design/flow/config.mk WORK_HOME=/design/flow/orfs finish
==> impl_metrics.yaml <==
# flow metrics
route:
  wl_um: 2870
  drtAntennaViolNets: 0
  vias: 1087
  vias_per_cell: 4.25
  drc_errors: 0
  diodes: 0
  first_pass_iters: 4
  drt_iter0_markers: 71
  wl_per_cell_um: 11.2
cts:
  cts_root_buf: "clkbuf_8"
  post_cts_resized: 0
  path_clk_slew_ns: 0.07
  cts_setup_buffers: 0
  htreeDepth: 2
  insertion_delay_ns: 0.28
  cts_sinks: 33
  clock_path_buffers: 2
  cts_buffers: 5
  cts_tree: "done"
  cts_hold_buf: 0
placed_design:
  pre_cts_slack_ns: 1.87
  gp_congestion: 0.773
  io_buffers: 2
  hpwl_um: 1950
synth:
  yosysWarnings: 1
  top_area_cell: "dfrtp_1"
  synthArstFlopShare: 1.00
  area_leaders: "dfrtp_1, xor2_1, nand3_1, xnor2_1, nor4_2"
  yosys.area.top_type_share: 0.514
  ys_cells: 147
  synth-edff-count: 0
  most_common_cell: "dfrtp_1"
  ys_seq_frac: 0.514
  ys_ff: 33
  ff_type: "dfrtp_1"
  ys_top_cells_by_count: "dfrtp_1, xor2_1, nand3_1"
  ys_area_mm2: 0.00161
  syn-instance-count: 147
  yosysUniqueCellTypes: 26
  avgSynthCellArea_um2: 10.9
  syn_area_mm2: 0.00161
setup_path:
  endpoint_kind: "flop"
  crit_start: "counter[0]"
  r2r-start: "counter[0]"
  arrival_ns: 2.30
  slowest_stage: "nor4_2"
  crit_required_ns: 4.11
  r2r-end: "clk_out"
  start_kind: "flop"
  max_stage_delay_ns: 0.51
  path_class: "reg2reg"
  r2r_slack_ns: 1.81
  rr_worst_depth: 6
  path_cells: "ha_1 > and3_1 > nand4_1 > nor4_2 > buf_4 > xor2_1"
  crit_path_max_fanout: 9
flow_run:
  drv_cap: 0
  warnings: 25
floorplan:
  core_area_mm2: 0.00781
  ios: 3
  die_area_mm2: 0.0121
  fp_util: 0.206
  die_y_um: 110
  core.rowCount: 32
  fp.dieW_um: 110
power:
  finalPower_mw: 0.679
  p_leak_nw: 0.851
  ir_worst_vdd_mv: 0.117
  p_per_area_mw_per_mm2: 367
timing:
  setup_viol: 0
  holdWs_ns: 0.481
  tns_ns: 0
  min_period_ns: 2.09
  max_clock_freq_mhz: 479
  relSlewSlack: 0.628
  finClkSkew_ns: 0.00774
  finalCritPeriodShare: 0.535
  rsz0062_at_grt: "no"
  setup_ws_ns: 1.81
  tightest_slew_ns: 0.553
  slew_viol_final: 0
  hold_viol: 0
finish:
  fillers: 827
  area_growth_pct: 15.4
  layout-drive-gt1-share: 0.0974
grt:
  antenna_found_initial: 0
  grt_pass1_vias: 1022
  grt_first_pass_wirelength_um: 5050
  gr-total-overflow: 0
  grt_usage: 0.0515
  grt_max_degree: 34
status:
  status: "complete, no violations"
hold_path:
  hp-start: "counter[31]"
  hold_depth: 1
  hold_path.class: "reg2reg"
  holdPathEnd: "counter[31]"
==> critical path: cells and delay by family, from the launching register on <==
kind                       cells  cell delay, ns
xor gates and xnor gates       1            0.15
adders and majority gates      1            0.18
buffers and inverters          1            0.26
DFF                            1            0.39
and+or+nand+nor                3            1.03
==> cell families (layout without fill, tap and decap cells) <==
kind of cell	count (synthesis)	after routing	synth area share
adders and majority gates	1	1	0.00779
xor gates and xnor gates	28	28	0.153
and+or+nand+nor	72	72	0.280
DFF	33	33	0.514
buffers and inverters	7	14	0.0249
AOI/OAI and AO/OA	6	6	0.0203
==> report_power, final <==
group	leakage [nW]	switching [mW]	total (mW)	internal, mW
clock network	0.0585	0.121	0.329	0.208
logic	0.341	0.00648	0.00802	0.00153
registers	0.451	0	0.342	0.342
total	0.851	0.127	0.679	0.552
==> metal layers <==
layer | global-route usage | vias to the layer above | part of all wire
li1 | - | 535 | -
met1 | 0.0811 | 524 | 0.51
met2 | 0.0682 | 23 | 0.41
met3 | 0.0165 | 5 | 0.059
met4 | 0.00743 | 0 | 0.020
met5 | 0 | - | 0
==> layout by cell type, fill, tap and decap left out <==
| master | Yosys | final |
|---|---|---|
| nand4_4 | 1 | 1 |
| xor2_1 | 22 | 22 |
| nor4b_1 | 3 | 3 |
| o31ai_1 | 1 | 1 |
| a21oi_1 | 3 | 3 |
| clkbuf_8 | 0 | 6 |
| or4_1 | 1 | 1 |
| nand2_1 | 10 | 10 |
| nand3_1 | 11 | 11 |
| nor3_1 | 3 | 3 |
| clkdlybuf4s50_1 | 0 | 2 |
| buf_4 | 3 | 2 |
| or3_1 | 3 | 3 |
| inv_1 | 2 | 2 |
| nor2_1 | 10 | 10 |
| xnor2_1 | 6 | 6 |
| o21ai_0 | 2 | 2 |
| nor2b_1 | 1 | 1 |
| nand4_1 | 5 | 5 |
| clkbuf_1 | 0 | 1 |
| and3_1 | 5 | 5 |
| dfrtp_1 | 33 | 33 |
| nor4_2 | 4 | 4 |
| and2_1 | 4 | 4 |
| and4_4 | 1 | 1 |
| bufinv_16 | 0 | 1 |
| nor4_1 | 5 | 5 |
| and4_1 | 5 | 5 |
| ha_1 | 1 | 1 |
==> metrics by stage <==
step,instance area (um2),util,cells
final,1850,0.237,256
after detailed placement,1740,0.222,248
after global routing,1850,0.237,256
after CTS,1850,0.237,256
after floorplan,1610,-,147
after global placement,1740,0.222,248
==> worst max-delay path by stage <==
stage | end | slack [ns]
after CTS | clk_out | 1.83
after global routing | clk_out | 1.63
final | clk_out | 1.81
==> registers in the layout, summed over array words and instances (netlist names) <==
register and count:
clk_out 1, counter 32
==> layout make-up <==
class | instances | area [um2] | share of cell area
Multi-Input combinational cell | 107 | 739 | 0.399
Inverter | 2 | 7.51 | 0.00405
Tap cell | 102 | 128 | 0.0689
Sequential cell | 33 | 826 | 0.446
Clock inverter | 1 | 30.0 | 0.0162
Clock buffer | 7 | 86.3 | 0.0466
Timing Repair Buffer | 4 | 35.0 | 0.0189
Power figures rest on the tool's default switching activity, not on a simulated workload.
