==> design/flow/design.v <==
`timescale 1ns/1ns
module compare_gt #(
    parameter WIDTH = 32
) (
    input [WIDTH-1:0] data1,
    input [WIDTH-1:0] data2,
    input is_signed,
    output reg result
);
wire data1_sign = data1[WIDTH-1];
wire data2_sign = data2[WIDTH-1];
wire [WIDTH-1-1:0] data1_without_sign = data1[WIDTH-1-1:0];
wire [WIDTH-1-1:0] data2_without_sign = data2[WIDTH-1-1:0];
wire is_gather_than_without_sign = data1_without_sign > data2_without_sign;
wire is_gather_than_with_sign = (data1_sign > data1_sign) & is_gather_than_without_sign;
always @(*) begin
    case (is_signed)
        1'b1 : begin
            case ({data1_sign, data2_sign})
                2'b10 : begin
                    result <= 1'b0;
                end
                2'b01 : begin
                    result <= 1'b1;
                end
                2'b11, 2'b00 : begin
                    result <= is_gather_than_without_sign;
                end
                default: begin
                    result <= 1'bz;
                end
            endcase
        end
        1'b0 : begin
            result <= is_gather_than_with_sign;
        end
        default : begin
            result <= 1'bz;
        end
    endcase
end
endmodule  
==> design/flow/run.sh <==
#!/bin/bash
# OpenROAD 26Q1-2900-gdf79404cd8, Yosys 0.63+post, stock flow scripts
make -C /OpenROAD-flow-scripts/flow DESIGN_CONFIG=/design/flow/config.mk WORK_HOME=/design/flow/orfs finish
==> design/flow/config.mk <==
export PLATFORM = sky130hd
export DESIGN_NAME = compare_gt
export DESIGN_NICKNAME = compare_gt
export VERILOG_FILES = /design/flow/design.v
export SDC_FILE = /design/flow/constraint.sdc
export NUM_CORES = 4
export LEC_CHECK = 1
export CORE_AREA = 10 10 84 84
export DIE_AREA = 0 0 94 94
==> design/flow/constraint.sdc <==
current_design compare_gt

set clk_period 3.4
set clk_io_pct 0.2

create_clock -name clk0 -period $clk_period

set non_clock_inputs [all_inputs -no_clocks]
set_input_delay [expr $clk_period * $clk_io_pct] -clock clk0 $non_clock_inputs
set_output_delay [expr $clk_period * $clk_io_pct] -clock clk0 [all_outputs]
==> changes_impl.md <==
### Changed

- Setup slack after layout: ~170 ps
- Number of global-route vias before repair: slightly below 1000
- Final min period: roughly 3200 ps
- Die W: around 94 µm
- Critical path required time: between 2000 and 3000 ps
- Max-slew violations: 0
- Most numerous logic cell after layout: clkdlybuf4s50_1
- All-Layer GR Usage: 0.0589
- Min Hold Slack: roughly 2000 ps
- Slew headroom: 0.791
- Fmax: 0.310 GHz
- Fin crit share: 0.950
- Lkg Pwr: 0.000898 µW
- CP Cell Sequence: clkdlybuf4s50_1 > ha_4 > nand4_4 > nor4_4 > o41ai_2 > a2111oi_2 > buf_2
- Pre-CTS setup slack: -296 ps
- Yosys warnings: 3
- Min-delay src: is_signed
- Non-filler cells, final: 260
- Startpoint Class: input pin
- # Cells Yosys: approximately 120
- Pre-Place Util: 0.169
- FF+latch area: 0 µm²
- Total grt overflow: 0
- Initial antenna violation count: 0
- Area Overhead vs Synth: 112%
- Routed WL per cell: 10.9 µm
- Final Hold Viols: 0
- Registers: 0
- Hold Crit Endpoint: result
- Post-Syn Area: between 800 and 900 µm²
- Max stage delay on crit path: 450 ps
- Worst path depth: 7
- Status: finished, final reports clean
- CP Class: in2out
- DR vias: just over 1000
- Gpl congestion: ~0.76
- Seq share, synth: 0
- Setup crit end kind: output port
- # diodes: 0
- Die y size: between 90 and 100 µm
- Via density: between 3 and 4
- CP top delay family: buffers and inverters
- Rows: 26
- Tool Warnings: 33
- # clk buffers: 0
- Worst Tran Pin Value: around 310 ps
- Iteration-0 DRC Markers: 9
- Pin count of the biggest net entering global routing: 4
- Endpoints failing setup: 0
- Pwr/cell area: roughly 110 nW/µm²
- Worst hold stages: 4
- Post-DP HPWL: ~2600 µm
- Total length of routed wires: 2840 µm
- Dpl cells: 258
- Worst EP arrival: around 2600 ps
- Core Footprint: between 5000 and 6000 µm²
- Fraction of layout cells with a size suffix above 1: 0.195
- Max cap viols: 0
- Global-route wire length before repair: between 4000 and 5000 µm
- Netlist cell types: 22
- Die area: ~8800 µm²
- Top Layout Cells: 58 x clkdlybuf4s50_1, 28 x inv_1, 22 x ha_1
- VDD IR max: about 0.00004 V
- # DRC: 0
- YS chip area: roughly 900 µm²
- Mapped Cells: 116
- Hold Buf Count CTS: 0
- Initial DRT Pass Iterations: 4
- PortBufs: about 66
- Routed Antenna Nets: 0
- HP Class: in2out
- CP Max Fanout: 3
- Num ports: about 66
- Bufs and invs on worst path: 2
- CP max stage cell: clkdlybuf4s50_1
- Syn avg cell area: 7.59 µm²
-- tightest hold or removal path, stage by stage --
cell and delay [ps]:
clkdlybuf4s50_1 400, inv_1 70, a2111oi_2 50, buf_2 110
-- synth_stat cells --
library cell / n / area (µm²)
a211oi_1: 1 / 7.51
nand2_1: 3 / 11.3
o41ai_2: 1 / 16.3
inv_1: 36 / 135
a21boi_0: 1 / 7.51
nand4_2: 2 / 25.0
a2111oi_1: 1 / 10.0
o21a_1: 1 / 7.51
ha_1: 33 / 413
nand4_1: 5 / 31.3
a21o_1: 1 / 7.51
nor4_4: 1 / 21.3
o21ai_0: 4 / 20.0
nor2_1: 3 / 11.3
o31a_1: 1 / 8.76
a2111oi_2: 1 / 15.0
nor3_2: 1 / 10.0
nand3b_1: 1 / 7.51
nand3_1: 5 / 25.0
a21oi_1: 12 / 60.1
nand4_4: 1 / 21.3
a221oi_1: 1 / 8.76
-- cell type report --
cell class | count | area (µm²)
fill | 537 | 3340
inverter | 36 | 135
multi-input combinational | 80 | 907
tap | 70 | 87.6
timing repair buffer | 74 | 733
-- worst max path at each step --
stage / start / endpoint
finish: data1[28] / result
global route: data1[28] / result
CTS: data2[18] / result
-- through the flow --
step / utilization / instance area [µm²] / TNS (ps) / power, µW
after detailed placement: 0.322 / 1670 / -296 / 173
final: 0.358 / 1860 / 0 / 202
after global routing: 0.358 / 1860 / -11.5 / 226
after global placement: 0.322 / 1670 / -291 / 172
after CTS: 0.321 / 1670 / 0 / 174
after floorplan: - / 881 / 0 / 74.7
-- layer usage --
metal	up-vias	track usage	wire, µm
met2	38	0.0933	1230
met4	0	0	0
met3	0	0.0145	221
met5	-	0	0
met1	414	0.0835	1380
li1	556	-	-
-- report_power, final --
| group | switching [µW] | internal (µW) | total [µW] |
|---|---|---|---|
| Clock | 0 | 0 | 0 |
| Sequential | 0 | 0 | 0 |
| Combinational | 74.1 | 128 | 202 |
-- repair_timing --
action / CTS / global route
pin swaps: 3 / 11
endpoints found under the setup margin: 1 / 1
setup buffers: 0 / 2
resized: 5 / 29
-- kinds of logic (layout without fill, tap and decap cells) --
kind of cell | after synthesis | in the layout | share of synthesized area
and+or+nand+nor | 22 | 22 | 0.186
adders and majority gates | 33 | 33 | 0.469
AOI/OAI and AO/OA | 25 | 25 | 0.192
buffers and inverters | 36 | 110 | 0.153
No activity file was given, so power comes from the tool's default toggle rates.
